==> design.v <==
module FA (
input wire a,b,cin,
output wire s,cout
);
assign s=(a^b)^cin;
assign cout=(a&b)|(cin & (a^b));
endmodule
module FA4 (a,b,sum,cout);
input [3:0] a,b;
output [3:0] sum;
output cout;
FA_generic #(.N(4)) fa4 (a,b,1'b0,sum,cout);
endmodule
module FA_generic
    #(parameter N = 16)
(
input wire [N-1:0] a,b,
input wire cin,
output wire [N-1:0] s,
output wire cout
);
wire [N-2:0] in_cin;
FA fa1 (a[0],b[0],cin,s[0],in_cin[0]);
genvar i;
generate
    for(i=1;i<N-1;i=i+1)begin
      FA fa0  (a[i],b[i],in_cin[i-1],s[i],in_cin[i]);
    end
endgenerate
FA fa_end (a[N-1],b[N-1],in_cin[N-2],s[N-1],cout);
endmodule
module counter(
    input clk,aclr_n,
    output reg [1:0] out
);
always@(posedge clk , negedge aclr_n)
begin
if(!aclr_n)
out<=2'd0;
else
out<=out+1;
end
endmodule
module mult8x8(
    input [7:0] dataa,datab,
    input start,clk,reset_a,
    output [15:0] product8x8_out,
    output wire done_flag,
    output seg_a,seg_b,seg_c,seg_d,seg_e,seg_f,seg_g
);
wire [1:0] sel,shift,count;
wire [2:0] state_out;
wire clk_ena,sclr_n;
wire [3:0] aout,bout;
wire [7:0] product;
wire [15:0] shift_out,sum;
wire cout;
mux4 u1 (dataa[3:0],dataa[7:4],sel[1],aout);
mux4 u2 (datab[3:0],datab[7:4],sel[0],bout);
multiplication4x4 u3 (aout,bout,product);
shifter u4 (product,shift,shift_out);
FA_generic  #(.N(16)) u5 (shift_out,product8x8_out,1'b0,sum,cout);
reg16 u6 (clk,sclr_n,clk_ena,sum,product8x8_out);
mult_control u7 (clk,reset_a,start,count,sel,shift,state_out,done_flag,clk_ena,sclr_n);
counter u8 (clk,(!start),count);
seven_segment_cntrl u9 (state_out,{seg_a,seg_b,seg_c,seg_d,seg_e,seg_f,seg_g});
endmodule
module mult_control(clk,reset_a,start,count,input_sel,shift_sel,state_out,done,clk_ena,sclr_n);
input clk,reset_a,start;
input [1:0] count;
output reg sclr_n,clk_ena,done;
output reg [2:0]  state_out;
output reg [1:0] input_sel,shift_sel;
reg [2:0] next_state;
parameter [2:0] IDLE=3'b000,LSB=3'b001,MID=3'b010,MSB=3'b011,DONE=3'b100,ERR=3'b101;
always@(*) begin
    next_state=state_out;
case (state_out)
    IDLE:
        if(start)
        begin
          input_sel=2'b00;
          shift_sel=2'b00;
          done=1'b0;
          clk_ena=1'b1;
          sclr_n=1'b0;  
          next_state=LSB;    
        end 
        else
        begin
          input_sel=2'b00;
          shift_sel=2'b00;
          done=1'b0;
          clk_ena=1'b0;
          sclr_n=1'b1;  
          next_state=IDLE;        
        end 
    LSB:
        if(start==1'b0 && count==2'b00)
        begin
          input_sel=2'b00;
          shift_sel=2'b00;
          done=1'b0;
          clk_ena=1'b1;
          sclr_n=1'b1;    
          next_state=MID;       
        end 
        else
        begin
          input_sel=2'b00;
          shift_sel=2'b00;
          done=1'b0;
          clk_ena=1'b0;
          sclr_n=1'b1;   
          next_state=ERR ;  
        end 
    MID:
        if(start==1'b0 && count==2'b01)
        begin
          input_sel=2'b01;
          shift_sel=2'b01;
          done=1'b0;
          clk_ena=1'b1;
          sclr_n=1'b1;    
          next_state=MID;       
        end 
        else if(start==1'b0 && count==2'b10)
        begin
          input_sel=2'b10;
          shift_sel=2'b01;
          done=1'b0;
          clk_ena=1'b1;
          sclr_n=1'b1;   
          next_state=MSB;   
        end 
        else
        begin
          input_sel=2'b00;
          shift_sel=2'b00;
          done=1'b0;
          clk_ena=1'b0;
          sclr_n=1'b1;   
          next_state=ERR ;  
        end 
    MSB:
        if(start==1'b0 && count==2'b11)
        begin
          input_sel=2'b11;
          shift_sel=2'b10;
          done=1'b0;
          clk_ena=1'b1;
          sclr_n=1'b1;    
          next_state=DONE;       
        end 
        else
        begin
          input_sel=2'b00;
          shift_sel=2'b00;
          done=1'b0;
          clk_ena=1'b0;
          sclr_n=1'b1;   
          next_state=ERR;   
        end 
    DONE:
        if(start==1'b0)
        begin
          input_sel=2'b00;
          shift_sel=2'b00;
          done=1'b1;
          clk_ena=1'b0;
          sclr_n=1'b1;    
          next_state=IDLE;       
        end 
        else
        begin
          input_sel=2'b00;
          shift_sel=2'b00;
          done=1'b0;
          clk_ena=1'b0;
          sclr_n=1'b1;   
          next_state=ERR;   
        end    
    ERR:
        if(start==1'b0)
        begin
          input_sel=2'b00;
          shift_sel=2'b00;
          done=1'b0;
          clk_ena=1'b0;
          sclr_n=1'b1;    
          next_state=ERR;       
        end 
        else
        begin
          input_sel=2'b00;
          shift_sel=2'b00;
          done=1'b0;
          clk_ena=1'b1;
          sclr_n=1'b0;   
          next_state=LSB;   
        end    
endcase
end
always@(posedge clk, negedge reset_a)
begin
if(!reset_a)
state_out<=IDLE;
else
state_out<=next_state;
end
endmodule
module multiplication4x4(dataa,datab,product);
input [3:0] dataa,datab;
output [7:0] product;
wire [3:0] ab0,ab1,ab2,ab3;
wire [3:0] sum1,sum2,sum3;
wire [3:0] b0,b1,b2,b3;
wire cout1,cout2,cout3;
assign b0={4{datab[0]}};
assign b1={4{datab[1]}};
assign b2={4{datab[2]}};
assign b3={4{datab[3]}};
assign ab0=dataa&b0;
assign ab1=dataa&b1;
assign ab2=dataa&b2;
assign ab3=dataa&b3;
FA4 u1 ({1'b0,ab0[3:1]},ab1,sum1,cout1);
FA4 u2 (ab2,{cout1,sum1[3:1]},sum2,cout2);
FA4 u3 (ab3,{cout2,sum2[3:1]},sum3,cout3);
assign product[0]=ab0[0];
assign product[1]=sum1[0];
assign product[2]=sum2[0];
assign product[7:3]={cout3,sum3};
endmodule
module mux4(
    input [3:0] a,b,
    input sel,
    output reg [3:0] out
);
always @(*) begin
    if(!sel)
    out=a;
    else
    out=b;
end
endmodule
module reg16(
    input clk,sclr_n,clk_ena,
    input [15:0] inp,
    output reg [15:0] out
);
always@(posedge clk)
begin
    if(!sclr_n && clk_ena)
    out<=16'd0;
    else if(sclr_n && clk_ena)
    out<=inp;
    else
    out<=out;
end
endmodule
module seven_segment_cntrl(
    input [2:0] inp,
    output reg [6:0] out
);
always@(*)
begin
case(inp)
3'b000: out=7'b1111110;
3'b001: out=7'b0110000;
3'b010: out=7'b1101101;
3'b011: out=7'b1111001;
default: out=7'b1001111;
endcase
end
endmodule
module shifter(
    input [7:0] inp,
    input [1:0] cntrl,
    output reg [15:0] out 
);
always@(*) begin
case(cntrl)
2'b01: out={{4{1'b0}},inp,{4{1'b0}}};
2'b10: out={inp,{8{1'b0}}};
default: out={{8{1'b0}},inp};
endcase
end
endmodule
==> run.sh <==
#!/bin/bash
# OpenROAD 26Q1-2900-gdf79404cd8, Yosys 0.63+post, stock flow scripts
make -C /OpenROAD-flow-scripts/flow DESIGN_CONFIG=/design/flow/config.mk WORK_HOME=/design/flow/orfs finish
==> config.mk <==
export PLATFORM = sky130hd
export DESIGN_NAME = mult8x8
export DESIGN_NICKNAME = mult8x8
export VERILOG_FILES = /design/flow/design.v
export SDC_FILE = /design/flow/constraint.sdc
export NUM_CORES = 4
export LEC_CHECK = 1
export CORE_UTILIZATION = 30
==> constraint.sdc <==
current_design mult8x8

set clk_period 6.9
set clk_io_pct 0.2

create_clock -name clk0 -period $clk_period [get_ports {clk}]

set non_clock_inputs [all_inputs -no_clocks]
set_input_delay [expr $clk_period * $clk_io_pct] -clock clk0 $non_clock_inputs
set_output_delay [expr $clk_period * $clk_io_pct] -clock clk0 [all_outputs]
==> flow_summary.json <==
{
  "ff_type": "dfxtp_1",
  "cts_tree": "built",
  "setup_ws_ns": -1.10,
  "rrSetupSlack_ns": 1.03,
  "ys_area_um2": 2210,
  "top_cells_by_count": "inv_1, nor2_1, fa_1",
  "outcome": "complete, but fails checks",
  "edf_count": 0,
  "postSynthCellCount": 243,
  "first_iter_violations": 34,
  "end_kind": "flip-flop",
  "cts.path.max_buffers": 2,
  "path_clk_slew_ns": 0.09,
  "post-route-period-util_pct": 116,
  "untimed_endpoints": 8,
  "drcViolationCount": 0,
  "largest_area_cell": "fa_1",
  "power_density_nw_per_um2": 173,
  "p_total_w": 0.000514,
  "max-cap-violations": 0,
  "synth_area_um2": 2210,
  "die_area_um2": 7710,
  "async_flop_share_pct": 25.8,
  "finalCriticalPeriod_ns": 8.00,
  "hold_buffers": 0,
  "grt_use_total_pct": 11.8,
  "min-delay-start": "u6.out[0]",
  "boundaryPins": 43,
  "htreeDepth": 1,
  "grt_pass1_wl_mm": 7.00,
  "firstDrtPassIters": 4,
  "wl_per_cell_um": 10.3,
  "ys_cells": 243,
  "setup_viol": 5,
  "fin_skew_ns": 0.00276,
  "rows": 30,
  "reg2reg_depth": 21,
  "slew_violations": 0,
  "finalHoldViolCount": 0,
  "area_delta_synth_final_pct": 34.4,
  "violations": "negative setup slack",
  "synth_cell_type_count": 37,
  "postSynthAreaPerCell_um2": 9.09,
  "layout-drive-gt1-share_pct": 30.3,
  "cts-root-buf": "clkbuf_8",
  "dp_hpwl_mm": 3.20,
  "worstHoldEndpoint": "u6.out[0]",
  "min_path_cells": 2,
  "whs_ns": 0.506,
  "antenna_found_initial": 0,
  "top_cells_by_area": "fa_1, dfxtp_1, dfrtp_1, ha_1, inv_1",
  "worst_pin_slew_ns": 0.916,
  "clock.latency.late_pin_ns": 0.27,
  "postRouteAntennaNets": 0,
  "drt_wl_total_mm": 3.96,
  "yosysMostFrequentCell": "inv_1",
  "fp_util_pct": 31.8,
  "hold_class": "reg2reg",
  "rsz0062_at_grt": "yes",
  "worstPathMaxFanout": 2,
  "vias_per_cell": 4.28,
  "unclocked_pins": 7,
  "core_area_um2": 6940,
  "crit_required_ns": 7.04,
  "grt_max_degree": 33,
  "die_w_um": 87.8,
  "grt_overflow": 0,
  "worstReg2RegStart": "u6.out[0]",
  "gp_congestion": 0.878,
  "ir_worst_vdd_uv": 53.6,
  "grt_pass1_vias": 1564,
  "numCtsBuffers": 3,
  "cp.arrival_ns": 8.14,
  "ys_warn_count": 6,
  "setup.worst_path.start_class": "primary input",
  "worst-setup-path-type": "in2reg",
  "tool_warnings": 32,
  "via_count": 1638,
  "synth.top_cell.area_share_pct": 19.9,
  "max_freq_ghz": 0.125,
  "utilization_pct": 42.8,
  "slew_headroom_pct": 38.9,
  "n_antenna_cell": 0,
  "dieHeight_um": 87.8,
  "portBuffers": 42,
  "p_leak_nw": 1.16,
  "worstReg2RegEnd": "u6.out[14]",
  "ys.flops": 31
}
[critical path, cell delays in order]
cell,delay [ns]
buf_6,0.09
mux2i_4,0.14
nor2_1,0.07
ha_2,0.19
fa_2,0.38
inv_2,0.06
fa_1,0.40
inv_1,0.08
fa_2,0.20
fa_2,0.45
fa_2,0.55
a22oi_2,0.09
fa_2,0.37
fa_2,0.39
fa_2,0.35
fa_2,0.35
fa_2,0.35
fa_2,0.34
fa_2,0.34
fa_2,0.34
inv_2,0.06
fa_2,0.18
inv_2,0.04
fa_2,0.32
inv_2,0.06
fa_2,0.43
nand3_2,0.06
o21ai_1,0.07
[layer usage]
layer / vias up / share of wire (%) / global-route usage, %
met4: 0 / 0.91 / 0.894
met3: 4 / 4.1 / 1.72
met1: 746 / 51 / 18.9
li1: 851 / - / -
met5: - / 0 / 0
met2: 37 / 43 / 18.3
[how the worst max path moves through the flow]
stage,startpoint,end,slack (ns)
CTS,datab[1],u6.out[14],-1.22
finish,datab[0],u6.out[14],-1.10
global route,dataa[1],u6.out[14],-1.31
[placed cells by master (no fill, tap or decap), drive strengths merged, types with 2 or more instances in the layout]
cell type / Yosys / layout
a21oi: 3 / 3
o21ai: 17 / 17
clkdlybuf4s50: 0 / 30
a22oi: 8 / 8
nand2b: 2 / 2
ha: 11 / 11
dlxtn: 7 / 7
buf: 19 / 32
dfxtp: 16 / 16
nor3: 2 / 2
or2: 9 / 9
nor3b: 3 / 3
clkbuf: 7 / 4
mux2i: 7 / 7
nor2b: 3 / 3
dfrtp: 7 / 7
dlygate4sd2: 0 / 4
inv: 35 / 35
nor2: 24 / 24
nand2: 11 / 11
nand3b: 14 / 14
fa: 22 / 22
nand3: 6 / 6
[kinds of logic after synthesis]
family / Yosys count / share of synthesized area, %
XOR/XNOR: 1 / 0.396
AND-OR/OR-AND: 31 / 8.38
latches: 7 / 4.76
adder cells (fa/ha/maj): 33 / 26.2
buffers and inverters: 61 / 13.4
flip-flops: 24 / 23.6
multiplexers: 8 / 3.85
AND/OR/NAND/NOR: 78 / 19.4
[metrics by stage]
step / setup TNS (ns) / instances / instance area (um2) / setup WS [ns]
floorplan: -3.51 / 243 / 2310 / -1.07
global placement: -8.01 / 371 / 2810 / -1.79
detailed placement: -8.42 / 371 / 2810 / -1.87
CTS: -4.39 / 381 / 2920 / -1.22
global route: -4.83 / 383 / 2970 / -1.31
finish: -3.71 / 383 / 2970 / -1.10
[sequential cells by signal, indices dropped and copies added (netlist names)]
signal	cells
u6.out	16
u7.input_sel	2
u7.clk_ena	1
u7.shift_sel	2
u7.state_out	6
u7.sclr_n	1
u8.out	2
u7.done	1
[power breakdown]
| group | internal (W) | switching (W) |
|---|---|---|
| sequential | 0.000166 | 0.0000139 |
| combinational | 0.000137 | 0.0000851 |
| clock | 0.0000631 | 0.0000489 |
[layout make-up]
| cell class | count | area [um2] |
|---|---|---|
| Clock buffer | 4 | 66.3 |
| Fill cell | 685 | 3980 |
| Inverter | 35 | 131 |
| Multi-Input combinational cell | 151 | 1420 |
| Sequential cell | 31 | 627 |
| Tap cell | 96 | 120 |
| Timing Repair Buffer | 66 | 606 |
[repair_timing]
action,CTS,global route
pin swaps,12,10
gates cloned,0,0
endpoints found under the setup margin,7,6
buffers inserted,6,2
gates resized,48,12
