[./run.sh]
#!/bin/bash
# OpenROAD 26Q1-2900-gdf79404cd8, Yosys 0.63+post, stock flow scripts
make -C /OpenROAD-flow-scripts/flow DESIGN_CONFIG=/design/flow/config.mk WORK_HOME=/design/flow/orfs finish
[./config.mk]
export PLATFORM = sky130hd
export DESIGN_NAME = mult4x4
export DESIGN_NICKNAME = mult4x4
export VERILOG_FILES = /design/flow/design.v
export SDC_FILE = /design/flow/constraint.sdc
export NUM_CORES = 4
export LEC_CHECK = 1
export CORE_AREA = 10 10 71 71
export DIE_AREA = 0 0 81 81
[./constraint.sdc]
current_design mult4x4

set clk_period 6.5
set clk_io_pct 0.2

create_clock -name clk0 -period $clk_period

set non_clock_inputs [all_inputs -no_clocks]
set_input_delay [expr $clk_period * $clk_io_pct] -clock clk0 $non_clock_inputs
set_output_delay [expr $clk_period * $clk_io_pct] -clock clk0 [all_outputs]
[./design.v]
module FA (
input wire a,b,cin,
output wire s,cout
);
assign s=(a^b)^cin;
assign cout=(a&b)|(cin & (a^b));
endmodule
module FA4 (a,b,sum,cout);
input [3:0] a,b;
output [3:0] sum;
output cout;
FA_generic #(.N(4)) fa4 (a,b,1'b0,sum,cout);
endmodule
module FA_generic
    #(parameter N = 16)
(
input wire [N-1:0] a,b,
input wire cin,
output wire [N-1:0] s,
output wire cout
);
wire [N-2:0] in_cin;
FA fa1 (a[0],b[0],cin,s[0],in_cin[0]);
genvar i;
generate
    for(i=1;i<N-1;i=i+1)begin
      FA fa0  (a[i],b[i],in_cin[i-1],s[i],in_cin[i]);
    end
endgenerate
FA fa_end (a[N-1],b[N-1],in_cin[N-2],s[N-1],cout);
endmodule
module mult4x4(dataa,datab,product);
input [3:0] dataa,datab;
output [7:0] product;
wire [3:0] ab0,ab1,ab2,ab3;
wire [3:0] sum1,sum2,sum3;
wire [3:0] b0,b1,b2,b3;
wire cout1,cout2,cout3;
assign b0={4{datab[0]}};
assign b1={4{datab[1]}};
assign b2={4{datab[2]}};
assign b3={4{datab[3]}};
assign ab0=dataa&b0;
assign ab1=dataa&b1;
assign ab2=dataa&b2;
assign ab3=dataa&b3;
FA4 u1 ({1'b0,ab0[3:1]},ab1,sum1,cout1);
FA4 u2 (ab2,{cout1,sum1[3:1]},sum2,cout2);
FA4 u3 (ab3,{cout2,sum2[3:1]},sum3,cout3);
assign product[0]=ab0[0];
assign product[1]=sum1[0];
assign product[2]=sum2[0];
assign product[7:3]={cout3,sum3};
endmodule
==> flow_summary_export.csv <==
group,metric,value,unit
outcome,status,"finished clean",
detailed_routing,drt-wirelength-per-cell,8.18,um
final_layout,finish.utilization,16.3,%
worst_setup_path,critPathMaxFanout,2,
floorplanning,ios,16,
floorplanning,core,3630,um2
final_layout,filler_cell_count,410,
floorplanning,row_count,22,
final_layout,seq_cells,0,
grt,antenna_found_initial,0,
detailed_routing,avgViaCountPerCell,2.79,
final_timing,hold_slack,3.40,ns
worst_setup_path,critical_path.startpoint,"dataa[0]",
detailed_routing,detail_route.wirelength,859,um
synth,ys_seq_share,0,%
synth,synthesis.area,385,um2
detailed_routing,wl_met1,357,um
final_timing,max_slew.worst_pin.slew,0.159,ns
worst_setup_path,critPathCaptureType,"primary output",
final_timing,setup_repair_after_global_routing_missed_its_margin,"false",
grt,first_global_vias,375,
final_layout,drive_above_1_share,26.3,%
final_timing,final_worst_path_period_share,96.9,%
power,power_consumption,0.0462,mW
grt,globalRouteTotalUtil,2.80,%
worst_hold_path,min-delay-path-class,"primary input to primary output",
synth,yosysChipArea,385,um2
final_layout,sequential_cell_area,0,um2
cts,cts-hold-fix-buffers,0,
synth,synth-warning-count,0,
final_timing,timing.final.max_slew_violations,0,
final_timing,number_of_failing_hold_endpoints_at_the_final_stage,0,
synth,syn_avg_cell_area,8.56,um2
worst_setup_path,timing.critical_path.from_type,"primary input",
detailed_routing,post_detailed_route_drc_marker_count,0,
worst_setup_path,timing.critical_path.arrival,5.00,ns
detailed_routing,met3WireLength,33,um
floorplanning,die_w,81,um
floorplanning,fp.dieArea,6560,um2
floorplanning,chip_height,81,um
detailed_routing,drt_first_pass_iters,2,
place,portBuffers,16,
detailed_routing,drt.antenna.violating_nets,0,
grt,pin_count_of_the_biggest_net_entering_global_routing,5,
detailed_routing,dr_total_vias,293,
final_layout,clock_buffer_count,0,
floorplanning,core_util_at_fp,10.6,%
worst_setup_path,critical_path.endpoint,"product[6]",
power,p_leak,0.285,nW
detailed_routing,antennaDiodeCount,0,
final_timing,final_period_minus_worst_setup_slack,6.30,ns
synth,post_synth_num_cell_types,6,
grt,grt_overflow_total,0,
synth,synth.yosys.num_cells,45,
power,irDropWorstVdd,0.0117,mV
job,drv_cap,0,
worst_setup_path,criticalPathCategory,"primary input to primary output",
place,detailedPlacementHpwl,793,um
place,finalWeightedCongestion,0.703,
job,warning_count,32,
grt,grt_pass1_wl,1520,um
worst_setup_path,timing.critical_path.required,5.20,ns
final_timing,finalSetupViolations,0,
power,powerDensity,78.0,nW/um2
final_timing,slew_headroom,89.4,%
final_timing,fmax_achieved,159,MHz
final_layout,area_delta_synth_final,53.9,%
detailed_routing,dr.first_iter.drc_count,6,
detailed_routing,highest-signal-layer,"met3",
synth,synth_cells,45,
detailed_routing,met2_length,468,um
metal layers:
layer,up-vias,global-route usage (%)
li1,146,-
met1,140,2.82
met2,7,6.29
met3,0,0.111
met4,0,0
met5,-,0
power by group:
part / switching (mW) / internal, mW / total (mW)
sequential: 0 / 0 / 0
combinational: 0.0158 / 0.0305 / 0.0462
clock: 0 / 0 / 0
cell families (layout without fill, tap and decap cells):
logic type                 after synthesis  count (layout)  synth area share, %
buffers and inverters                   17              29                 23.4
adders and majority gates               12              12                 54.5
and+or+nand+nor                         16              16                 22.1
timing repair:
| item | in CTS | in global routing |
|---|---|---|
| setup endpoints to repair | 3 | 3 |
| buffers inserted | 0 | 0 |
| pin swaps | 5 | 8 |
| resized | 11 | 8 |
cell type report:
type                            instances  area, um2  share of cell area [%]
Tap cell                               48       60.1                    10.1
Multi-Input combinational cell         28        313                    52.7
Timing Repair Buffer                   19        183                    30.8
Inverter                               10       37.5                    6.33
how the worst min path moves through the flow:
| stage | from | endpoint | slack (ns) | cells after the start |
|---|---|---|---|---|
| after CTS | dataa[0] | product[0] | 3.55 | 4 |
| after global routing | datab[0] | product[0] | 3.45 | 4 |
| final | datab[0] | product[0] | 3.40 | 4 |
stage by stage:
step,std cells,TNS [ns],cell area [um2],worst slack (ns)
floorplan,45,0,385,0.515
detailed placement,105,-0.791,576,-0.429
CTS,105,0,584,0.000125
finish,105,0,593,0.201
global placement,105,-0.831,576,-0.440
global route,105,0,593,0.0335
cell usage in the layout, fill, tap and decap left out, types with 2 or more instances in the layout:
cell type | synthesis | layout
sky130_fd_sc_hd__clkdlybuf4s50_1 | 0 | 10
sky130_fd_sc_hd__and2_1 | 10 | 9
sky130_fd_sc_hd__inv_1 | 10 | 6
sky130_fd_sc_hd__nand2_1 | 6 | 6
sky130_fd_sc_hd__fa_2 | 0 | 5
sky130_fd_sc_hd__inv_2 | 0 | 4
sky130_fd_sc_hd__fa_1 | 8 | 3
sky130_fd_sc_hd__ha_1 | 4 | 3
sky130_fd_sc_hd__dlymetal6s2s_1 | 0 | 3
sky130_fd_sc_hd__buf_4 | 7 | 3
sky130_fd_sc_hd__dlygate4sd2_1 | 0 | 2
Yosys cell counts:
master / n / area (um2)
sky130_fd_sc_hd__fa_1: 8 / 160
sky130_fd_sc_hd__inv_1: 10 / 37.5
sky130_fd_sc_hd__nand2_1: 6 / 22.5
sky130_fd_sc_hd__buf_4: 7 / 52.6
sky130_fd_sc_hd__ha_1: 4 / 50.1
sky130_fd_sc_hd__and2_1: 10 / 62.6
critical path, stage by stage:
cell and delay (ns):
sky130_fd_sc_hd__dlygate4sd2_1 0.21, sky130_fd_sc_hd__and2_1 0.13, sky130_fd_sc_hd__ha_2 0.17, sky130_fd_sc_hd__inv_2 0.04
sky130_fd_sc_hd__fa_2 0.35, sky130_fd_sc_hd__fa_1 0.51, sky130_fd_sc_hd__inv_1 0.06, sky130_fd_sc_hd__fa_2 0.33
sky130_fd_sc_hd__fa_2 0.34, sky130_fd_sc_hd__inv_2 0.06, sky130_fd_sc_hd__fa_1 0.43, sky130_fd_sc_hd__fa_2 0.37
sky130_fd_sc_hd__inv_2 0.06, sky130_fd_sc_hd__fa_1 0.40, sky130_fd_sc_hd__dlygate4sd2_1 0.25
No activity file was given, so power comes from the tool's default toggle rates.
