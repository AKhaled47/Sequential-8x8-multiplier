--- /design/flow/run.sh ---
#!/bin/bash
# OpenROAD 26Q1-2900-gdf79404cd8, Yosys 0.63+post, stock flow scripts
make -C /OpenROAD-flow-scripts/flow DESIGN_CONFIG=/design/flow/config.mk WORK_HOME=/design/flow/orfs finish
--- /design/flow/config.mk ---
export PLATFORM = sky130hd
export DESIGN_NAME = mult8x8_vedic
export DESIGN_NICKNAME = mult8x8_vedic
export VERILOG_FILES = /design/flow/design.v
export SDC_FILE = /design/flow/constraint.sdc
export NUM_CORES = 4
export LEC_CHECK = 1
export CORE_UTILIZATION = 40
--- /design/flow/constraint.sdc ---
current_design mult8x8_vedic

set clk_period 5.3
set clk_io_pct 0.2

create_clock -name clk0 -period $clk_period [get_ports {clk}]

set non_clock_inputs [all_inputs -no_clocks]
set_input_delay [expr $clk_period * $clk_io_pct] -clock clk0 $non_clock_inputs
set_output_delay [expr $clk_period * $clk_io_pct] -clock clk0 [all_outputs]
--- /design/flow/design.v ---
module FA (
input wire a,b,cin,
output wire s,cout
);
assign s=(a^b)^cin;
assign cout=(a&b)|(cin & (a^b));
endmodule
module FA_generic
    #(parameter N = 16)
(
input wire [N-1:0] a,b,
input wire cin,
output wire [N-1:0] s,
output wire cout
);
wire [N-2:0] in_cin;
FA fa1 (a[0],b[0],cin,s[0],in_cin[0]);
genvar i;
generate
    for(i=1;i<N-1;i=i+1)begin
      FA fa0  (a[i],b[i],in_cin[i-1],s[i],in_cin[i]);
    end
endgenerate
FA fa_end (a[N-1],b[N-1],in_cin[N-2],s[N-1],cout);
endmodule
module counter(
    input clk,aclr_n,
    output reg [1:0] out
);
always@(posedge clk , negedge aclr_n)
begin
if(!aclr_n)
out<=2'd0;
else
out<=out+1;
end
endmodule
module mult8x8_vedic(
    input [7:0] dataa,datab,
    input start,clk,reset_a,
    output [15:0] product8x8_out,
    output wire done_flag,
    output seg_a,seg_b,seg_c,seg_d,seg_e,seg_f,seg_g
);
wire [1:0] sel,shift,count;
wire [2:0] state_out;
wire clk_ena,sclr_n;
wire [3:0] aout,bout;
wire [7:0] product;
wire [15:0] shift_out,sum;
wire cout;
mux4 u1 (dataa[3:0],dataa[7:4],sel[1],aout);
mux4 u2 (datab[3:0],datab[7:4],sel[0],bout);
vedic4x4 u3 (aout,bout,product);
shifter u4 (product,shift,shift_out);
FA_generic  #(.N(16)) u5 (shift_out,product8x8_out,1'b0,sum,cout);
reg16 u6 (clk,sclr_n,clk_ena,sum,product8x8_out);
mult_control u7 (clk,reset_a,start,count,sel,shift,state_out,done_flag,clk_ena,sclr_n);
counter u8 (clk,(!start),count);
seven_segment_cntrl u9 (state_out,{seg_a,seg_b,seg_c,seg_d,seg_e,seg_f,seg_g});
endmodule
module mult_control(clk,reset_a,start,count,input_sel,shift_sel,state_out,done,clk_ena,sclr_n);
input clk,reset_a,start;
input [1:0] count;
output reg sclr_n,clk_ena,done;
output reg [2:0]  state_out;
output reg [1:0] input_sel,shift_sel;
reg [2:0] next_state;
parameter [2:0] IDLE=3'b000,LSB=3'b001,MID=3'b010,MSB=3'b011,DONE=3'b100,ERR=3'b101;
always@(*) begin
    next_state=state_out;
case (state_out)
    IDLE:
        if(start)
        begin
          input_sel=2'b00;
          shift_sel=2'b00;
          done=1'b0;
          clk_ena=1'b1;
          sclr_n=1'b0;  
          next_state=LSB;    
        end 
        else
        begin
          input_sel=2'b00;
          shift_sel=2'b00;
          done=1'b0;
          clk_ena=1'b0;
          sclr_n=1'b1;  
          next_state=IDLE;        
        end 
    LSB:
        if(start==1'b0 && count==2'b00)
        begin
          input_sel=2'b00;
          shift_sel=2'b00;
          done=1'b0;
          clk_ena=1'b1;
          sclr_n=1'b1;    
          next_state=MID;       
        end 
        else
        begin
          input_sel=2'b00;
          shift_sel=2'b00;
          done=1'b0;
          clk_ena=1'b0;
          sclr_n=1'b1;   
          next_state=ERR ;  
        end 
    MID:
        if(start==1'b0 && count==2'b01)
        begin
          input_sel=2'b01;
          shift_sel=2'b01;
          done=1'b0;
          clk_ena=1'b1;
          sclr_n=1'b1;    
          next_state=MID;       
        end 
        else if(start==1'b0 && count==2'b10)
        begin
          input_sel=2'b10;
          shift_sel=2'b01;
          done=1'b0;
          clk_ena=1'b1;
          sclr_n=1'b1;   
          next_state=MSB;   
        end 
        else
        begin
          input_sel=2'b00;
          shift_sel=2'b00;
          done=1'b0;
          clk_ena=1'b0;
          sclr_n=1'b1;   
          next_state=ERR ;  
        end 
    MSB:
        if(start==1'b0 && count==2'b11)
        begin
          input_sel=2'b11;
          shift_sel=2'b10;
          done=1'b0;
          clk_ena=1'b1;
          sclr_n=1'b1;    
          next_state=DONE;       
        end 
        else
        begin
          input_sel=2'b00;
          shift_sel=2'b00;
          done=1'b0;
          clk_ena=1'b0;
          sclr_n=1'b1;   
          next_state=ERR;   
        end 
    DONE:
        if(start==1'b0)
        begin
          input_sel=2'b00;
          shift_sel=2'b00;
          done=1'b1;
          clk_ena=1'b0;
          sclr_n=1'b1;    
          next_state=IDLE;       
        end 
        else
        begin
          input_sel=2'b00;
          shift_sel=2'b00;
          done=1'b0;
          clk_ena=1'b0;
          sclr_n=1'b1;   
          next_state=ERR;   
        end    
    ERR:
        if(start==1'b0)
        begin
          input_sel=2'b00;
          shift_sel=2'b00;
          done=1'b0;
          clk_ena=1'b0;
          sclr_n=1'b1;    
          next_state=ERR;       
        end 
        else
        begin
          input_sel=2'b00;
          shift_sel=2'b00;
          done=1'b0;
          clk_ena=1'b1;
          sclr_n=1'b0;   
          next_state=LSB;   
        end    
endcase
end
always@(posedge clk, negedge reset_a)
begin
if(!reset_a)
state_out<=IDLE;
else
state_out<=next_state;
end
endmodule
module mux4(
    input [3:0] a,b,
    input sel,
    output reg [3:0] out
);
always @(*) begin
    if(!sel)
    out=a;
    else
    out=b;
end
endmodule
module reg16(
    input clk,sclr_n,clk_ena,
    input [15:0] inp,
    output reg [15:0] out
);
always@(posedge clk)
begin
    if(!sclr_n && clk_ena)
    out<=16'd0;
    else if(sclr_n && clk_ena)
    out<=inp;
    else
    out<=out;
end
endmodule
module seven_segment_cntrl(
    input [2:0] inp,
    output reg [6:0] out
);
always@(*)
begin
case(inp)
3'b000: out=7'b1111110;
3'b001: out=7'b0110000;
3'b010: out=7'b1101101;
3'b011: out=7'b1111001;
default: out=7'b1001111;
endcase
end
endmodule
module shifter(
    input [7:0] inp,
    input [1:0] cntrl,
    output reg [15:0] out 
);
always@(*) begin
case(cntrl)
2'b01: out={{4{1'b0}},inp,{4{1'b0}}};
2'b10: out={inp,{8{1'b0}}};
default: out={{8{1'b0}},inp};
endcase
end
endmodule
module vedic2x2(
    input [1:0] a,b,
    output [3:0] s
);
wire [1:0] cout; 
assign s[0]=a[0] & b[0];
FA u1 (a[1]&b[0],a[0]&b[1],1'b0,s[1],cout[0]);
FA u2 (cout[0],a[1]&b[1],1'b0,s[2],cout[1]);
assign s[3]=cout[1];
endmodule
module vedic4x4(
    input [3:0] a,b,
    output [7:0] s
);
wire [3:0] v_out [3:0];
wire [3:0] a_out [1:0];
wire [1:0] c;
wire final_carry;
vedic2x2 u1 (a[1:0],b[1:0],v_out[0]);
vedic2x2 u2 (a[1:0],b[3:2],v_out[1]);
vedic2x2 u3 (a[3:2],b[1:0],v_out[2]);
vedic2x2 u4 (a[3:2],b[3:2],v_out[3]);
FA_generic #(.N(4)) u5 ({2'b00,v_out[0][3:2]},v_out[1],1'b0,a_out[0],c[0]);
FA_generic #(.N(4)) u6 (a_out[0],v_out[2],1'b0,a_out[1],c[1]);
FA_generic #(.N(4)) u7 ({&c,^c,a_out[1][3:2]},v_out[3],1'b0,s[7:4],final_carry);
assign s[1:0]=v_out[0][1:0];
assign s[3:2]=a_out[1][1:0];
endmodule
==> deck_impl_summary.md <==
Run Summary

Floorplan
  – Row count: 27
  – DIE HEIGHT: 79.1 µm
  – Die X-Extent: 79.1 µm
  – Io pins: 43
  – Full die area: 0.00626 mm²
  – Core footprint: 0.00561 mm²
  – FP Util: 42.4%

Timing
  – Register pins left without a clock: 7
  – Fin crit share: 147%
  – Worst-Margin Slew: 0.638 ns
  – Fmax: 128 MHz
  – Tmin final: 7.80 ns
  – Hold Fails Final Rpt: 0
  – Worst hold slack: 0.504 ns
  – Slew Limit Headroom: 57.1%
  – Clock skew: 0.00842 ns
  – RSZ-0062 raised after global routing: yes
  – Setup violators final: 9
  – Worst setup margin: -2.50 ns
  – Final slew viol count: 0
  – Endpoints left unconstrained: 8
  – Setup_tns: -13.80 ns

Clock tree
  – Clk latency late pin: 0.27 ns
  – H-tree depth: 1
  – Clock Tree Buf Depth: 2
  – Worst-path clk slew: 0.10 ns
  – CTS tree: yes
  – Num CTS Buffers: 3
  – CTS Root Cell: clkbuf_8

Placement
  – RePlAce Congestion: 0.824
  – Number of port buffers: 42
  – DP HPWL: 3430 µm

Logic synthesis
  – # Cells Yosys: 263
  – Cells after synthesis: 263
  – Post-Syn Area: 0.00238 mm²
  – Chip Area, Yosys: 0.00238 mm²
  – Synth warn: 7
  – Ys async rst share: 25.8%
  – Syn avg cell area: 9.04 µm²
  – Main synth FF type: dfxtp_1
  – #FFs+latches synth: 31
  – Post-synth EDFFs: 0
  – Synth unique cells: 38

Detailed routing
  – TritonRoute pass-1 iters: 4
  – DRC Markers: 0
  – Starting DRC count in detailed routing: 95
  – DR WL/cell: 11.1 µm
  – Via count: 1743
  – Vias/cell: 4.67
  – Final wirelength: 4150 µm
  – Number of antenna-violating nets in the routed design: 0
  – Ant diodes: 0

Critical path
  – CP Capture Type: register
  – WP data required: 5.47 ns
  – R2r startpoint: u6.out[0]
  – CP endpoint: u6.out[14]
  – Worst setup startpoint: datab[5]
  – Largest stage delay, worst path: 0.54 ns
  – Reg2reg path depth: 21
  – Reg-to-Reg End: u6.out[14]
  – Flop2flop setup slack: -0.58 ns
  – Crit-path slowest cell: fa_2
  – Critical path peak fanout: 2
  – CP Launch Type: input pin
  – Crit path arrival time: 7.97 ns
  – Crit path kind: input pin to register
  – Crit-path most repeated cell: fa_2

Job
  – MaxCap Viol Count: 0
  – Count of tool warnings: 34

Final layout
  – Share of layout cells above drive strength 1: 24.6%
  – Comb area: 0.00157 mm²
  – FILL cells: 516
  – Area Growth Syn to Fin: 28.0%
  – Area taken by flip-flops and latches: 627 µm²

Global route
  – Initial antenna violation count: 0
  – Total gr overflow: 0
  – Largest net degree at the start of global routing: 34
  – Number of global-route vias before repair: 1651
  – First-pass GRT wire length: 7150 µm
  – Tot GR Track Use: 14.7%

Worst hold path
  – Hold path cells: 1
  – Hold Path Class: register to register

Run status
  – Status: finished, violations left
  – Failing checks: setup timing

Power and ir drop
  – Power per Cell Area: 222 mW/mm²
  – Cell leakage power: 1.27 nW
  – Maximum vdd drop: 0.139 mV
-- critical path, delay by kind of cell --
family,cells,cell delay [ns]
AND/OR/NAND/NOR,2,0.15
adder cells (fa/ha/maj),18,6.10
multiplexers,1,0.16
AND-OR/OR-AND,2,0.15
buffers and inverters,6,0.35
-- registers in the layout, summed over array words and instances (netlist names) --
name and count:
u6.out 16, u7.done 1, u7.sclr_n 1, u8.out 2, u7.input_sel 2, u7.clk_ena 1, u7.shift_sel 2, u7.state_out 6
-- area by class of cell --
class                   count  area share (%)
flip-flops and latches     31            20.6
multi-input cells         164            51.7
well taps                  72            2.96
clock buffers               4            2.18
repair buffers             60            17.4
inverters                  42            5.18
-- timing repair --
| action | CTS | global route |
|---|---|---|
| gates resized | 46 | 7 |
| pin swaps | 7 | 2 |
| buffers inserted | 0 | 0 |
| endpoints found under the setup margin | 10 | 10 |
| hold buffers | 0 | 0 |
-- cells in the mapped netlist (9+ instances only) --
| cell type | instances | share of area (%) |
|---|---|---|
| dfxtp_1 | 16 | 13 |
| nand3b_1 | 13 | 4.1 |
| o21ai_0 | 17 | 3.6 |
| buf_4 | 17 | 5.4 |
| fa_1 | 21 | 18 |
| mux2i_1 | 9 | 3.8 |
| nand2_1 | 11 | 1.7 |
| nor2_1 | 25 | 3.9 |
| inv_1 | 42 | 6.6 |
| ha_1 | 21 | 11 |
-- metrics by stage --
stage / area (µm²) / setup slack (ns) / power [mW] / util [%] / instances
floorplan: 2490 / -2.58 / 0.436 / - / 263
global placement: 2970 / -3.16 / 0.536 / 53.0 / 369
detailed placement: 2970 / -3.22 / 0.539 / 53.0 / 369
CTS: 3030 / -2.49 / 0.689 / 54.1 / 373
global route: 3040 / -2.69 / 0.739 / 54.3 / 373
finish: 3040 / -2.50 / 0.675 / 54.3 / 373
-- cells by family after synthesis --
logic type	after synthesis	synth area share, %
compound gates	30	7.89
flops	24	21.9
buf+inv	68	13.6
simple gates	81	18.3
latches	7	4.42
xor+xnor	2	1.32
mux	9	3.79
fa+ha+maj	42	28.7
-- cells in the final DEF (no fill, tap or decap), types with 3 or more instances in the layout --
| master | synthesis | final |
|---|---|---|
| a22oi_1 | 7 | 6 |
| and2_1 | 3 | 3 |
| buf_2 | 1 | 5 |
| buf_4 | 17 | 18 |
| buf_6 | 0 | 3 |
| clkbuf_8 | 0 | 3 |
| clkdlybuf4s50_1 | 0 | 30 |
| dfrtp_1 | 7 | 7 |
| dfxtp_1 | 16 | 16 |
| dlxtn_1 | 7 | 7 |
| dlygate4sd2_1 | 0 | 4 |
| fa_1 | 21 | 7 |
| fa_2 | 0 | 14 |
| ha_1 | 21 | 18 |
| inv_1 | 42 | 33 |
| inv_2 | 0 | 9 |
| mux2i_1 | 9 | 4 |
| mux2i_4 | 0 | 5 |
| nand2_1 | 11 | 11 |
| nand3b_1 | 13 | 13 |
| nor2_1 | 25 | 24 |
| nor2b_1 | 6 | 6 |
| nor3_1 | 3 | 3 |
| o21ai_0 | 17 | 12 |
| o21ai_1 | 0 | 4 |
| or2_2 | 5 | 5 |
-- per-layer routing --
layer  share of wire, %  vias up  GRT usage, %
li1                   -      901             -
met1                 50      820          23.3
met2                 48       20          23.6
met3                2.4        2          1.98
met4               0.31        0         0.545
met5                  0        -             0
-- worst min-delay path by stage --
stage,startpoint,to
after CTS,u8.out[0],u8.out[0]
after global routing,u6.out[12],u6.out[12]
final,u8.out[0],u8.out[0]
-- power breakdown --
part | switching, mW | internal [mW] | leakage [nW]
clock | 0.0628 | 0.0821 | 0.0339
combinational | 0.117 | 0.177 | 0.947
sequential | 0.0178 | 0.218 | 0.291
total | 0.198 | 0.477 | 1.27
Power figures rest on the tool's default switching activity, not on a simulated workload.
